<file path="config.mk">
export PLATFORM = sky130hd
export DESIGN_NAME = count4bits
export DESIGN_NICKNAME = count4bits
export VERILOG_FILES = /design/flow/design.v
export SDC_FILE = /design/flow/constraint.sdc
export NUM_CORES = 4
export LEC_CHECK = 1
export CORE_AREA = 10 10 70 70
export DIE_AREA = 0 0 80 80
</file>
<file path="design.v">
module count4bits(y,clear,enable,clock);
input clock,enable,clear;
output [3:0]y;
reg [3:0]y;
always@(posedge clock)
if(clear)
begin
  y = 4'b0;
end  
else if(enable)
begin  
  y <= y + 1;
end  
endmodule
</file>
<file path="constraint.sdc">
current_design count4bits

set clk_period 1.0
set clk_io_pct 0.2

create_clock -name clk0 -period $clk_period [get_ports {clock}]

set non_clock_inputs [all_inputs -no_clocks]
set_input_delay [expr $clk_period * $clk_io_pct] -clock clk0 $non_clock_inputs
set_output_delay [expr $clk_period * $clk_io_pct] -clock clk0 [all_outputs]
</file>
<file path="run.sh">
#!/bin/bash
# OpenROAD 26Q1-2900-gdf79404cd8, Yosys 0.63+post, stock flow scripts
make -C /OpenROAD-flow-scripts/flow DESIGN_CONFIG=/design/flow/config.mk WORK_HOME=/design/flow/orfs finish
</file>
==> summary.txt <==
The flow completed. Tool warning count landed at 27. No sink is reached through more buffers than the 2 on the longest clock path. In this run the worst path has a maximum fanout of 2. Synthesized instance count landed at 16.

The registers reported with the highest flop counts are y x4. Actual slew at the worst max-slew pin landed at 112 ps. For this run the detailed placement stage logged an HPWL of 451 um. Area fraction in full adders, half adders and majority gates landed at 0.0699.

The number of clock buffers added by TritonCTS is 3. Sorting the Yosys area breakdown by cell type puts at the top sky130_fd_sc_hd__dfxtp_1. Core outline area landed at 3420 um2. The via count of the first global-routing pass came to 173. The first global-routing pass estimated 841 um of wire.

Post-synth tally of flip-flops with integrated enable landed at 0. Simple logic cell fraction of the synthesized area landed at 0.210. Total routing usage reported by global routing landed at 0.0190. Worst slew slack as a fraction of its limit landed at 0.923. Per the detail_route report, vias per standard cell equal 2.22. The run finished with clean final reports. For the finished layout, the period the worst path requires is 976 ps. Violation count after the first detailed-route iteration landed at 1. Ranked by total cell area, the synthesized netlist is headed by sky130_fd_sc_hd__dfxtp_1, sky130_fd_sc_hd__mux2_4, sky130_fd_sc_hd__ha_1, sky130_fd_sc_hd__nand4_2, sky130_fd_sc_hd__nor2_1. For this run the top cell type by instance count after synthesis was sky130_fd_sc_hd__dfxtp_1.

Sink count of the clock tree landed at 4. In the post-route analysis, the smallest setup slack over all paths is 23.8 ps. The registers of the reported paths see a clock transition of 40 ps. The end-of-flow timing check tallies setup violations at 0. Proportion of synthesized chip area in sequential cells landed at 0.448.

Via total after detailed routing landed at 173. Routed length per instance landed at 7.63 um. Cell row count landed at 21. Die area landed at 6400 um2. According to the hold report, the worst path is of the reg2reg type. The OpenROAD report gives the critical path a required time of 800 ps. Fraction of synthesized cell area in xor and xnor cells landed at 0.0490. Critical path buffer and inverter count landed at 1.

By count the netlist is led by sky130_fd_sc_hd__dfxtp_1, sky130_fd_sc_hd__nor2_1. Number of synthesized register bits landed at 4. Synthesized area divided by synthesized cell count landed at 11.2 um2. Yosys chip area landed at 179 um2. Chip width landed at 80 um.

The highest supply drop recorded on VDD is 0.234 mV. Area fraction in mux cells landed at 0.140. TritonCTS built the clock tree.

Area added between synthesis and finish landed at 112%. Looking at the setup timing report, the critical path kind is reg2out. In this run the critical path is formed by dlygate4sd2_1.

The commonest register cell is sky130_fd_sc_hd__dfxtp_1. Post-route period utilization is reported as 0.976. Delay of the slowest cell on the worst path landed at 310 ps. Total I/O pin count landed at 7. Based on the critical path, the design can be clocked at up to 1.02 GHz. The vertical die dimension reported for this design is 80 um. The cell area that synthesis handed to floorplanning was 179 um2. Depth of the CTS H-tree landed at 1.

Yosys stat cell total landed at 16. Number of distinct library cells after synthesis landed at 11. In this run the clock root is driven by a sky130_fd_sc_hd__clkbuf_4.

Remaining number of nets flagged by the antenna check after routing landed at 0. Setup repair after global routing could not meet its margin everywhere. Fill cell total of the finished layout landed at 398. The share of synthesized area in the top cell type comes to 0.448. Dividing total power by cell area gives a power density of 1230 nW/um2. The worst setup path is captured at an output pin. The warning tally printed by Yosys for this design is 1.

Per the GRT congestion report, total overflow comes to 0. Number of slew-limit violations in the final report landed at 0. The number of antenna violations at the first check in global routing is 0. Per the synthesis report, the AND-OR/OR-AND share of the synthesized area is 0.0839.

In this design, the largest share of critical-path delay is due to flip-flops. The tightest hold path in the finished design has a slack of 607 ps. Hold violation count in the final report landed at 0. The register with the most flip-flops in the layout has 4 of them. The wire length recorded after detailed routing is 595 um. Share of flip-flops with an asynchronous set or reset after synthesis landed at 0.

The script extracted a total leakage power of 0.160 nW. The synthesis run identifies the leading combinational cell family as simple AND/OR/NAND/NOR gates. The largest individual stage delay along the critical path comes from the cell sky130_fd_sc_hd__dfxtp_2. The register with the most flip-flops in the final layout is y. For this configuration, the core starts out at a cell density of 0.0524. At the end of routability-driven placement, the weighted congestion stood at 0.619. Data arrival time of the critical path landed at 780 ps. Number of buffers inserted by port buffering landed at 6. Share of post-route cells with drive strength above 1 landed at 0.613. Post-cts hold buffer count landed at 0. Setup total negative slack on the finished layout was measured at 0 ps. At the placement stage, the worst setup path has a slack of -212 ps.

In the final run the clock tree shows a worst skew of 8.88 ps. Number of detailed-routing iterations run before antenna repair landed at 2. STA classifies the critical path startpoint as a register. Clock latency on the worst-skew pair, taken at its later pin, is 240 ps. Entering global routing, the biggest net connects 5 pins. Count of max-cap constraint violations landed at 0. Number of remaining DRC errors landed at 0.
-- through the flow --
step | std cells | total power, mW | utilization | cell area (um2)
2_1_floorplan | 16 | 0.197 | - | 179
3_3_place_gp | 74 | 0.252 | 0.100 | 342
3_5_place_dp | 74 | 0.254 | 0.100 | 342
4_1_cts | 77 | 0.467 | 0.108 | 368
5_1_grt | 77 | 0.487 | 0.110 | 377
6_report | 78 | 0.465 | 0.111 | 379
-- final timing paths --
check	start	to	slack, ps	cells past startpoint
setup / recovery	y[2]$_SDFFE_PP0P_	y[2]	20	1
hold reg to reg	y[1]$_SDFFE_PP0P_	y[1]$_SDFFE_PP0P_	610	3
setup reg to reg	y[1]$_SDFFE_PP0P_	y[1]$_SDFFE_PP0P_	30	4
hold / removal	y[1]$_SDFFE_PP0P_	y[1]$_SDFFE_PP0P_	610	3
-- layout make-up --
cell class / count / area (um2) / area share
Sequential cell: 4 / 85.1 / 0.224
Antenna cell: 1 / 2.50 / 0.00660
Timing Repair Buffer: 12 / 106 / 0.281
Multi-Input combinational cell: 12 / 105 / 0.277
Tap cell: 46 / 57.6 / 0.152
Clock buffer: 3 / 22.5 / 0.0594
-- kinds of logic after synthesis --
kind of cell	Yosys count
adder cells (fa/ha/maj)	1
AND-OR/OR-AND	2
flip-flops	4
multiplexers	2
AND/OR/NAND/NOR	6
XOR/XNOR	1
-- report_power, final --
part           switching [mW]  internal (mW)  leakage, nW  total [mW]
combinational          0.0295         0.0480        0.112      0.0774
clock                  0.0744          0.135       0.0138       0.209
sequential            0.00742          0.171       0.0343       0.178
-- layer usage --
metal  vias up  share of wire  routed length [um]  global-route usage
met5         -              0                   0                   0
met4         0         0.0067                   4             0.00176
met3         2           0.30                 181              0.0352
met2         9           0.32                 192              0.0209
met1        74           0.36                 216              0.0159
li1         88              -                   -                   -
-- cells in the final DEF (no fill, tap or decap), drive strengths merged, types with 2 or more instances in the layout --
| cell type | count |
|---|---|
| buf | 7 |
| dfxtp | 4 |
| nor2 | 3 |
| clkbuf | 3 |
| clkdlybuf4s50 | 2 |
| clkdlybuf4s15 | 2 |
-- timing repair --
item,4_1_cts,5_1_grt
resized,11,6
buffers inserted,0,0
endpoints found under the setup margin,7,4
Power figures rest on the tool's default switching activity, not on a simulated workload.
