<file path="design.v">
module test(y,clear,enable,up_down,clock);
input clock,enable,clear,up_down;
output [3:0]y;
reg [3:0]y;
always@(posedge clock)
begin
if(clear)
  y = 4'b0;
else if(enable)
	if(up_down & y == 4'b1001)
		y = 4'b0;	
	else if(up_down)	
		y <= y + 1;	
	else if(!up_down & y == 4'b0)
		y = 4'b1001;	
	else if(!up_down)
		y <= y - 1;	
end
endmodule
</file>
<file path="run.sh">
#!/bin/bash
# OpenROAD 26Q1-2900-gdf79404cd8, Yosys 0.63+post, stock flow scripts
make -C /OpenROAD-flow-scripts/flow DESIGN_CONFIG=/design/flow/config.mk WORK_HOME=/design/flow/orfs finish
</file>
<file path="config.mk">
export PLATFORM = sky130hd
export DESIGN_NAME = test
export DESIGN_NICKNAME = test
export VERILOG_FILES = /design/flow/design.v
export SDC_FILE = /design/flow/constraint.sdc
export NUM_CORES = 4
export LEC_CHECK = 1
export CORE_AREA = 10 10 70 70
export DIE_AREA = 0 0 80 80
</file>
<file path="constraint.sdc">
current_design test

set clk_period 2.3
set clk_io_pct 0.2

create_clock -name clk0 -period $clk_period [get_ports {clock}]

set non_clock_inputs [all_inputs -no_clocks]
set_input_delay [expr $clk_period * $clk_io_pct] -clock clk0 $non_clock_inputs
set_output_delay [expr $clk_period * $clk_io_pct] -clock clk0 [all_outputs]
</file>
==> flow_summary.yaml <==
# implementation run metrics
outcome:
  status: "complete, no violations"
sta:
  final-setup-viol-count: 0
  period_minus_slack_ns: 1.69
  final-max-slew-violation-count: 0
  fin_crit_sh_pct: 73.3
  rsz0062_at_grt: "false"
  tightestPinTransition_ns: 0.304
  setup_slack_ns: 0.614
  setup_tns_ns: 0
  clock_skew_ns: 0.000575
  fmax_ghz: 0.593
  slew_headroom_pct: 79.7
  hold_violations: 0
clocking:
  post-cts-setup-buffers: 0
  worstSkewPairLatency_ns: 0.23
  clk_pin_slew_worst_paths_ns: 0.03
  cts_resized: 0
  cts_tree: "yes"
  htreeDepth: 1
  cts_buffers: 3
  clockBufferDepth: 2
  clockRootBuffer: "clkbuf_4"
  cts.sinks: 4
  cts_hold_buf: 0
die:
  rows: 21
  fp_util_pct: 9.96
  die_w_microns: 80
  die_height_microns: 80
  io_pins: 8
  coreArea_sq_um: 3420
  dieArea_sq_um: 6400
critical_path:
  timing.critical_path.buf_inv: 1
  criticalPathCategory: "flip-flop to primary output"
  endpoint_kind: "primary output"
  cpLargestDelayFamily: "buffers and inverters"
  critPathRequiredTime_ns: 1.84
  worst_path_max_delay_cell: "clkdlybuf4s50_1"
  cp.depth: 1
  reg2regPathDepth: 6
  crit_chain: "clkdlybuf4s50_1"
  worstPathArrival_ns: 1.23
  cpPeakStageDelay_ns: 0.53
  cp-start-kind: "flip-flop"
  crit_path_max_fanout: 9
synthesis:
  yosysWarnings: 1
  yosys_area_sq_um: 340
  yosysCellCount: 41
  syn-cell-area_sq_um: 340
  synthesis.instances: 41
  seq_area_frac_synth_pct: 23.5
  ys_types: 23
  syn_area_per_cell_sq_um: 8.30
  ys.flops: 4
job:
  max-cap-violations: 0
  warnings: 28
global_routing:
  grt_usage_pct: 2.39
  grt.overflow.total: 0
  first_global_vias: 281
  grt_antenna_before_repair: 0
  grt_pass1_wl_mm: 1.25
  grt_max_degree: 10
final_layout:
  regMostFlops: "y"
  largest_reg_flops: 4
  layout-drive-gt1-share_pct: 10.0
  syn_to_final_growth_pct: 41.9
  largestRegisters: "y (4)"
  final_area_sq_um: 483
  post-route-util_pct: 14.1
drt:
  viasPerCell: 3.36
  drc: 0
  detail_route.wl_per_cell_microns: 7.88
  routed_wl_microns: 756
  vias: 323
  drtIter0Drc: 28
  ant_nets: 0
  drt_first_pass_iters: 2
  num_antenna_cells: 0
place:
  place_ws_ns: 0.451
  gp_congestion: 0.805
  post-dp-hpwl_microns: 631
  io_buffers: 7
  post_dp_cell_area_sq_um: 460
power_and_ir_drop:
  power_density_nw_per_um2: 482
  irDropWorstVdd_uv: 90.6
  leakagePower_nw: 0.187
  finalPower_mw: 0.233
hold_path:
  timing.hold.worst_path_depth: 2
  holdCritPathClass: "flip-flop to flip-flop"
placed cells by master, fill, tap and decap left out, drive strengths merged, types with 2 or more instances in the layout:
| cell type | synthesis | final |
|---|---|---|
| a21o | 2 | 2 |
| a21oi | 4 | 4 |
| a221oi | 2 | 2 |
| dfxtp | 4 | 4 |
| ha | 4 | 4 |
| clkdlybuf4s50 | 0 | 7 |
| nand2 | 4 | 4 |
| clkbuf | 0 | 3 |
| inv | 4 | 4 |
| nor2 | 2 | 2 |
| and2 | 2 | 2 |
worst paths after layout:
check	end	from	slack [ns]
worst max-delay path	y[2]	y[2]	0.61
worst min-delay path	y[1]	y[1]	0.56
worst max register to register	y[2]	y[0]	0.72
worst min register to register	y[1]	y[1]	0.56
Yosys cell counts, drive strengths merged:
master  instances  share of area, %
inv             4               4.4
a41o            1               2.9
a22oi           1               2.2
dfxtp           4                24
nand3           1               2.9
nand2b          1               1.8
o21ai           1               1.5
a21oi           4               5.9
nor2            2               2.2
o31ai           1               2.2
o21a            1               2.2
a21o            2               4.4
a211o           1               2.6
a221oi          2               7.0
xor2            1               2.6
and2            2               3.7
nor2b           1               1.8
o21bai          1               2.2
nand2           4               4.4
nand4b          1               2.6
ha              4                15
buf             1               2.2
routing by layer:
metal | global-route usage, % | vias to the layer above | share of wire, %
met4 | 0.176 | 0 | 0
met1 | 3.13 | 150 | 48
met2 | 2.81 | 7 | 35
li1 | - | 166 | -
met3 | 2.27 | 0 | 17
met5 | 0 | - | 0
tightest hold or removal path, delay by kind of cell (launching register included):
family | cells | cell delay (ns)
AOI/OAI and AO/OA | 1 | 0.05
and+or+nand+nor | 1 | 0.09
DFF | 1 | 0.36
logic make-up (layout without fill, tap and decap cells):
family	Yosys count	after routing	synth area share, %
flops	4	4	23.5
simple gates	12	12	19.5
compound gates	15	15	33.1
buf+inv	5	14	6.62
fa+ha+maj	4	4	14.7
xor+xnor	1	1	2.57
cell type report:
cell class                      instances  area (sq um)
Timing Repair Buffer                    7          70.1
Inverter                                4          15.0
Tap cell                               46          57.6
Fill cell                             392          2930
Clock buffer                            3          22.5
Multi-Input combinational cell         32           238
Sequential cell                         4          80.1
report_power, final:
group	total, mW	switching [mW]	internal [mW]	leakage (nW)
Sequential	0.0866	0.0112	0.0754	0.0329
Combinational	0.0632	0.0268	0.0365	0.140
Clock	0.0829	0.0248	0.0581	0.0138
Total	0.233	0.0627	0.170	0.187
metrics by stage:
step / cells / hold slack (ns)
after detailed placement: 93 / 0.569
after global routing: 96 / 0.597
after floorplan: 41 / 0.486
final: 96 / 0.561
after global placement: 93 / 0.566
after CTS: 96 / 0.577
No activity file was given, so power comes from the tool's default toggle rates.
