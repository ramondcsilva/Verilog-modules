### config.mk
export PLATFORM = sky130hd
export DESIGN_NAME = register8bits
export DESIGN_NICKNAME = register8bits
export VERILOG_FILES = /design/flow/design.v
export SDC_FILE = /design/flow/constraint.sdc
export NUM_CORES = 4
export LEC_CHECK = 1
export CORE_AREA = 10 10 70 70
export DIE_AREA = 0 0 80 80
### constraint.sdc
current_design register8bits

set clk_period 1.0
set clk_io_pct 0.2

create_clock -name clk0 -period $clk_period [get_ports {clk}]

set non_clock_inputs [all_inputs -no_clocks]
set_input_delay [expr $clk_period * $clk_io_pct] -clock clk0 $non_clock_inputs
set_output_delay [expr $clk_period * $clk_io_pct] -clock clk0 [all_outputs]
### design.v
module register8bits(clk, reset, din, dout);
	input reset;
	input clk;
	input [7:0]din;
	output [7:0]dout;
	reg [7:0]dout;
	always @(posedge clk)
		if(!reset)
			dout = din;
		else	
			dout = 0;
endmodule	
### run.sh
#!/bin/bash
# OpenROAD 26Q1-2900-gdf79404cd8, Yosys 0.63+post, stock flow scripts
make -C /OpenROAD-flow-scripts/flow DESIGN_CONFIG=/design/flow/config.mk WORK_HOME=/design/flow/orfs finish
==> results.txt <==
run results: Synth area leader=dfxtp_1, WP data arrival=0.78 ns, max reg flops=8, synth unique cells=2, Main synth FF type=dfxtp_1, first-pass GRT wire length=972 um, max cap viols=0, setup TNS=0 ns, cts repair resizes=10, total congestion overflow=0, die y size=80 um, PwrDens=1390 mW/mm^2, share of post-route cells with drive strength above 1=16.7%, Worst-path clk slew=0.05 ns, Design Area, Final=460 um^2, cell total in the yosys stat output=16, Clock Tree Root=clkbuf_4, VDD IR-drop max=0.232 mV, largest net degree at the start of global routing=9, slowest cell delay on critical path=0.29 ns, number of fillers in the final layout=394, Final ANT Viol Nets=0, crit-path cells=dlygate4sd2_1, Synth Cell Area=210 um^2, Worst-Margin Slew=0.256 ns, Mapped Avg Cell Area=13.1 um^2, number of OpenROAD warnings=25, synth cell count leaders=8 x dfxtp_1, 8 x nor2b_1, DRC viols=0, Slew Limit Fails=0, Worst Setup End Kind=output port, Vias/cell=2.16, TritonCTS buffer count=3, CORE AREA=0.00342 mm^2, Routability Congestion=0.699, chip area=0.00640 mm^2, Buf/Inv on CP=1, Yosys chip area=210 um^2, delay-heaviest family, CP=flip-flops, number of global-route vias before repair=193, Warnings, synthesis=1, post-DR wirelength/cell=8.35 um, post-layout period usage of the worst path=97.6%, initial antenna violation count=0, final core utilization=13.5%, # setup viols final=0, Worst Setup Start Kind=flop, CTS tree=built, ANT cells=0, drt pass-1 iters=2, Leakage=0.177 nW, Top-area cell share=76.2%, RSZ-0062 raised after global routing=false, Max Clk Rate=1030 MHz, number of enable flip-flop cells=0, worst relative slew slack=82.9%, hold buffer count at CTS=0, endpoints failing hold=0, H-tree Lvls=1, Hold Path Class=input port to flop, Setup CP Type=flop to output port, # IOs=18, ys async rst share=0%, Post-synth regs=8, register area share after synthesis=76.2%, status=completed, total number of vias=177, Mapped Cells=16, Overall Power=0.639 mW, row count=21, port buffer count=17, initial DRC count=2, Die X-Extent=80 um, Placement Cell Area=438 um^2, Synth-to-Final Area Change=119%, CP Max Fanout=1, clk buf depth=2, Slowest cell on crit path=dfxtp_1, # Post-CTS Setup Buffers=0, fp_density=6.15%, Min Clock Period, post-route=0.976 ns, Post-synth area hogs=dfxtp_1 76%, nor2b_1 24%, # clock sinks=8, DRT Wirelength=685 um, GRT Total Usage=1.98%, worst endpoint required time=0.80 ns
placed cells by master, fill, tap and decap left out:
cell,count
clkdlybuf4s15_1,5
nor2b_1,8
dfxtp_1,5
clkdlybuf4s50_1,9
dlygate4sd2_1,3
dfxtp_2,3
clkbuf_4,3
final cells by class:
class	count	area [um^2]	share of cell area, %
well taps	46	57.6	12.5
flip-flops and latches	8	164	35.6
repair buffers	17	166	36.1
clock buffers	3	22.5	4.89
multi-input cells	8	50.0	10.9
where the power goes:
group | switching, mW | internal, mW
Combinational | 0.0135 | 0.0558
Sequential | 0.00456 | 0.338
Clock | 0.0913 | 0.136
Total | 0.109 | 0.530
kinds of logic (layout without fill, tap and decap cells):
| group | after synthesis | in the layout | share of synthesized area, % |
|---|---|---|---|
| buf+inv | 0 | 20 | 0 |
| flops | 8 | 8 | 76.2 |
| simple gates | 8 | 8 | 23.8 |
per-stage QoR:
step	setup slack, ns	hold WS [ns]	std cells
global placement	-0.00127	0.766	79
detailed placement	-0.0219	0.765	79
CTS	0.00605	0.496	82
floorplan	0.538	0.272	16
global route	0.00279	0.504	82
finish	0.0244	0.505	82
per-layer routing:
layer | track usage [%] | vias to the layer above | routed length (um)
met5 | 0 | - | 0
met4 | 1.06 | 0 | 28
li1 | - | 89 | -
met2 | 4.01 | 8 | 427
met1 | 1.55 | 76 | 193
met3 | 0.682 | 4 | 36
final timing paths:
| kind | start | cells past startpoint | slack [ns] | end |
|---|---|---|---|---|
| max | dout[4] | 1 | 0.02 | dout[4] |
| min | din[3] | 2 | 0.51 | dout[3] |
Power figures rest on the tool's default switching activity, not on a simulated workload.
